==> flow/design.v <==
module traffic_control(n_lights,s_lights,e_lights,w_lights,clk,rst_a);
   output reg [2:0] n_lights,s_lights,e_lights,w_lights; 
   input      clk;
   input      rst_a;
   reg [2:0] state;
   parameter [2:0] north=3'b000;
   parameter [2:0] north_y=3'b001;
   parameter [2:0] south=3'b010;
   parameter [2:0] south_y=3'b011;
   parameter [2:0] east=3'b100;
   parameter [2:0] east_y=3'b101;
   parameter [2:0] west=3'b110;
   parameter [2:0] west_y=3'b111;
   reg [2:0] count;
   always @(posedge clk, posedge rst_a)
     begin
        if (rst_a)
            begin
                state=north;
                count =3'b000;
            end
        else
            begin
                case (state)
                north :
                    begin
                        if (count==3'b111)
                            begin
                            count=3'b000;
                            state=north_y;
                            end
                        else
                            begin
                            count=count+3'b001;
                            state=north;
                            end
                    end
                north_y :
                    begin
                        if (count==3'b011)
                            begin
                            count=3'b000;
                            state=south;
                            end
                        else
                            begin
                            count=count+3'b001;
                            state=north_y;
                            end
                    end
               south :
                    begin
                        if (count==3'b111)
                            begin
                            count=3'b0;
                            state=south_y;
                            end
                        else
                            begin
                            count=count+3'b001;
                            state=south;
                            end
                    end
            south_y :
                begin
                    if (count==3'b011)
                        begin
                        count=3'b0;
                        state=east;
                        end
                    else
                        begin
                        count=count+3'b001;
                        state=south_y;
                        end
                    end
            east :
                begin
                    if (count==3'b111)
                        begin
                        count=3'b0;
                        state=east_y;
                        end
                    else
                        begin
                        count=count+3'b001;
                        state=east;
                        end
                    end
            east_y :
                begin
                    if (count==3'b011)
                        begin
                        count=3'b0;
                        state=west;
                        end
                    else
                        begin
                        count=count+3'b001;
                        state=east_y;
                        end
                    end
            west :
                begin
                    if (count==3'b111)
                        begin
                        state=west_y;
                        count=3'b0;
                        end
                    else
                        begin
                        count=count+3'b001;
                        state=west;
                        end
                    end
            west_y :
                begin
                    if (count==3'b011)
                        begin
                        state=north;
                        count=3'b0;
                        end
                    else
                        begin
                        count=count+3'b001;
                        state=west_y;
                        end
                    end
            endcase  
        end  
    end  
always @(state)
     begin
         case (state)
            north :  
                begin
                    n_lights = 3'b001;
                    s_lights = 3'b100;
                    e_lights = 3'b100;
                    w_lights = 3'b100;
                end  
            north_y :  
                begin
                    n_lights = 3'b010;
                    s_lights = 3'b100;
                    e_lights = 3'b100;
                    w_lights = 3'b100;
                end  
            south :  
                begin
                    n_lights = 3'b100;
                    s_lights = 3'b001;
                    e_lights = 3'b100;
                    w_lights = 3'b100;
                end  
            south_y :  
                begin
                    n_lights = 3'b100;
                    s_lights = 3'b010;
                    e_lights = 3'b100;
                    w_lights = 3'b100;
                end  
            west :  
                begin
                    n_lights = 3'b100;
                    s_lights = 3'b100;
                    e_lights = 3'b100;
                    w_lights = 3'b001;
                end  
            west_y :  
                begin
                    n_lights = 3'b100;
                    s_lights = 3'b100;
                    e_lights = 3'b100;
                    w_lights = 3'b010;
                end  
            east :  
                begin
                    n_lights = 3'b100;
                    s_lights = 3'b100;
                    e_lights = 3'b001;
                    w_lights = 3'b100;
                end  
            east_y :  
                begin
                    n_lights = 3'b100;
                    s_lights = 3'b100;
                    e_lights = 3'b010;
                    w_lights = 3'b100;
                end  
            endcase  
     end  
endmodule
==> flow/run.sh <==
#!/bin/bash
# OpenROAD 26Q1-2900-gdf79404cd8, Yosys 0.63+post, stock flow scripts
make -C /OpenROAD-flow-scripts/flow DESIGN_CONFIG=/design/flow/config.mk WORK_HOME=/design/flow/orfs finish
==> flow/config.mk <==
export PLATFORM = sky130hd
export DESIGN_NAME = traffic_control
export DESIGN_NICKNAME = traffic_control
export VERILOG_FILES = /design/flow/design.v
export SDC_FILE = /design/flow/constraint.sdc
export NUM_CORES = 4
export LEC_CHECK = 1
export CORE_AREA = 10 10 70 70
export DIE_AREA = 0 0 80 80
==> flow/constraint.sdc <==
current_design traffic_control

set clk_period 1.2
set clk_io_pct 0.2

create_clock -name clk0 -period $clk_period [get_ports {clk}]

set non_clock_inputs [all_inputs -no_clocks]
set_input_delay [expr $clk_period * $clk_io_pct] -clock clk0 $non_clock_inputs
set_output_delay [expr $clk_period * $clk_io_pct] -clock clk0 [all_outputs]
==> impl_metrics.env <==
# yosys + openroad results
export IMPL_outcome="finished, violations left"
export IMPL_violations="setup timing"
export IMPL_hold_viol=0
export IMPL_track_usage_pct=2.93
export IMPL_worst_slack_ns=-0.160
export IMPL_path_max_fanout=4
export IMPL_async_reset_ff_share_pct=100
export IMPL_die_area_um2=6400
export IMPL_report_final_slew_viol_count=0
export IMPL_power_density_nw_per_um2=569
export IMPL_seq_area_frac_synth_pct=40.7
export IMPL_synth_area_per_cell_um2=9.71
export IMPL_chipHeight_um=80
export IMPL_drc=0
export IMPL_crit_chain="buf_6 -> nand2b_4 -> nor2_2 -> buf_2"
export IMPL_drtIter0Drc=1
export IMPL_netlist_instances=38
export IMPL_tightest_slew_ns=0.224
export IMPL_h_tree_depth=1
export IMPL_synth_top_cell_by_area="dfrtp_1"
export IMPL_cts_buffers=3
export IMPL_place_gp_congestion=0.781
export IMPL_synthTopCellsByArea="dfrtp_1 41%, ha_1 14%, nand2b_4 7.5%"
export IMPL_warnings=29
export IMPL_vias_per_cell=3.11
export IMPL_worstHoldPathType="in2async"
export IMPL_max_freq_mhz=735
export IMPL_ff_type="dfrtp_1"
export IMPL_clk_latency_ns=0.24
export IMPL_swShare_pct=19.0
export IMPL_cts_tree="built"
export IMPL_yosysChipArea_um2=369
export IMPL_hpwl_um=693
export IMPL_synth_edff_count=0
export IMPL_setup_worst_path_end_class="primary output"
export IMPL_clockBufferDepth=2
export IMPL_place_ws_ns=-0.267
export IMPL_hold_slack_ns=0.210
export IMPL_ys_ff=6
export IMPL_num_rows=21
export IMPL_cts_root_buf="clkbuf_4"
export IMPL_antenna_left=0
export IMPL_post_route_period_util_pct=113
export IMPL_p_comb_share_pct=1.8
export IMPL_syn_cell_area_um2=369
export IMPL_max_slew_margin_pct=85.0
export IMPL_yosys_top_cells_count="6 x dfrtp_1, 6 x nor2_1, 5 x inv_1, 4 x ha_1, 3 x nand2_1"
export IMPL_num_vias=348
export IMPL_grt_antenna_before_repair=0
export IMPL_n_antenna_cell=0
export IMPL_cpPeakStageDelay_ns=0.42
export IMPL_boundaryPins=14
export IMPL_critPathSlowestCell="dfrtp_1"
export IMPL_finalSetupViolCount=12
export IMPL_ys_cells=38
export IMPL_grt_pass1_vias=356
export IMPL_portBuffers=13
export IMPL_cp_arrival_ns=1.12
export IMPL_seqPwrFrac_pct=51.6
export IMPL_core_area_um2=3420
export IMPL_grt_first_pass_wirelength_um=1550
export IMPL_cts_sinks=6
export IMPL_start_kind="flip-flop"
export IMPL_synth_top_area_share_pct=40.7
export IMPL_rsz0062_at_grt="yes"
export IMPL_path_class="reg2out"
export IMPL_cp_required_ns=0.96
export IMPL_die_w_um=80
export IMPL_ir_drop_v=0.000154
export IMPL_drt_first_pass_iters=3
export IMPL_cts_clk_slew_worst_paths_ns=0.05
export IMPL_p_int_uw=319
export IMPL_synth_cell_type_count=17
export IMPL_drv_cap=0
export IMPL_grt_start_max_net_pins=7
export IMPL_drive_gt1_share_pct=68.2
export IMPL_fp_util_pct=10.8
export IMPL_skew_ns=0.000801
export IMPL_drt_total_wl_um=877
export IMPL_leakage_nw=0.324
export IMPL_yosysWarnings=1
export IMPL_switchingPower_uw=74.6
export IMPL_area_growth_pct=87.5
export IMPL_period_minus_slack_ns=1.36
export IMPL_setup_tns_ns=-1.33
export IMPL_p_clk_share_pct=46.7
export IMPL_overflow=0
export IMPL_wire_per_inst_um=7.83
==> per-stage QoR <==
stage | total power [mW] | instance area [um2] | util (%) | instances
after global routing | 0.424 | 692 | 20.3 | 112
after floorplan | 0.209 | 369 | - | 38
final | 0.394 | 692 | 20.3 | 112
after CTS | 0.406 | 671 | 19.6 | 113
after global placement | 0.213 | 591 | 17.3 | 102
after detailed placement | 0.214 | 591 | 17.3 | 102
==> path summary, 6_finish.rpt <==
kind                               start           to  slack (ns)  cells after the start
worst max-delay path            state[2]  s_lights[0]       -0.16                      4
worst min-delay path               rst_a     count[2]        0.21                      2
worst max register to register  count[0]     state[1]        0.08                      4
worst min register to register  count[1]     count[1]        0.50                      1
max in group asynchronous          rst_a     state[1]        0.79                      2
min in group clk0               count[1]     count[1]        0.50                      1
==> layer usage <==
layer | vias up | GRT usage, % | routed length, um
met2 | 14 | 4.33 | 335
met4 | 0 | 0.528 | 9
li1 | 177 | - | -
met1 | 155 | 3.29 | 380
met3 | 2 | 2.27 | 151
met5 | - | 0 | 0
==> final cells by class <==
| cell class | count | area [um2] |
|---|---|---|
| inverter | 5 | 18.8 |
| tap | 46 | 57.6 |
| clock buffer | 3 | 22.5 |
| sequential | 6 | 151 |
| fill | 382 | 2720 |
| multi-input combinational | 26 | 225 |
| timing repair buffer | 26 | 216 |
==> timing repair <==
| item | CTS | global route |
|---|---|---|
| pin swaps | 8 | 5 |
| setup buffers | 8 | 0 |
| endpoints found under the setup margin | 12 | 15 |
| hold endpoints to repair | 0 | 0 |
| hold buffers | 0 | 0 |
| cloned | 0 | 0 |
| resized | 51 | 11 |
==> cell families (layout without fill, tap and decap cells) <==
kind of cell	count (synthesis)	count (layout)	share of synthesized area, %
fa+ha+maj	4	4	13.6
buf+inv	6	34	8.14
simple gates	16	16	25.8
compound gates	5	5	9.15
flops	6	6	40.7
mux	1	1	2.71
==> power groups by stage <==
stage         clock network, mW  logic [mW]  registers [mW]
finish                    0.184     0.00701           0.203
global route              0.213     0.00825           0.202
CTS                       0.196     0.00760           0.203
==> critical path: cells and delay by family (launching register included) <==
| family | cells | cell delay [ns] |
|---|---|---|
| flops | 1 | 0.42 |
| simple gates | 2 | 0.22 |
| buf+inv | 2 | 0.24 |
==> state kept, by name (all words and copies together) (netlist names) <==
name	flops
count	3
state	3
==> cells in the final DEF, fill, tap and decap left out <==
cell,count
dfrtp_2,1
mux2i_1,1
nand3b_1,1
inv_2,1
nor2_2,6
dfrtp_1,5
a21oi_1,1
nand3_1,1
nand2b_4,2
inv_1,4
o21a_1,1
ha_2,2
nor2_4,2
o21ai_0,1
or2_4,1
o2bb2ai_1,1
ha_1,2
buf_4,5
buf_6,11
nand2_1,2
buf_2,9
nand2_2,1
a21boi_2,1
clkbuf_4,3
clkdlybuf4s50_1,1
Power figures rest on the tool's default switching activity, not on a simulated workload.
